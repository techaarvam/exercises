==> ./design.v <==
interface master_intf;
    logic clk;
    logic nrst;
    logic valid;
    logic ready;
    logic [3:0] length;
    logic [7:0] source;
    logic [7:0] destination;
    modport drv (
        output valid, length, source, destination,
        input nrst, clk, ready
       );
    modport mon (
        input nrst, clk, valid, length, source, destination,
        input ready
       );
endinterface
module counter (rst, clk, count);
    output reg [4:0] count;
    input rst, clk;
    always_ff @(posedge clk)
    begin
        if (!rst)
            count <= count + 1'b1;
        else 
            count <= 5'b0;
    end
endmodule
==> ./run.sh <==
#!/bin/bash
# OpenROAD 26Q1-2900-gdf79404cd8, Yosys 0.63+post, stock flow scripts
make -C /OpenROAD-flow-scripts/flow DESIGN_CONFIG=/design/flow/config.mk WORK_HOME=/design/flow/orfs finish
==> ./config.mk <==
export PLATFORM = sky130hd
export DESIGN_NAME = counter
export DESIGN_NICKNAME = counter
export VERILOG_FILES = /design/flow/design.v
export SDC_FILE = /design/flow/constraint.sdc
export NUM_CORES = 4
export LEC_CHECK = 1
export CORE_AREA = 10 10 70 70
export DIE_AREA = 0 0 80 80
==> ./constraint.sdc <==
current_design counter

set clk_period 1.1
set clk_io_pct 0.2

create_clock -name clk0 -period $clk_period [get_ports {clk}]

set non_clock_inputs [all_inputs -no_clocks]
set_input_delay [expr $clk_period * $clk_io_pct] -clock clk0 $non_clock_inputs
set_output_delay [expr $clk_period * $clk_io_pct] -clock clk0 [all_outputs]
==> notes.md <==
Results of the flow run.

The total overflow left after global routing is 0. The critical path is of the flip-flop to flip-flop type. In the synthesis report, Yosys lists the chip area as roughly 200 sq um.

The final max-slew violation count recorded for this run is 0. The mapped netlist covers just under 200 sq um. Clock latency on the worst-skew pair, taken at its later pin, is approximately 0.24 ns. The synthesis stats list as the most numerous cell dfxtp_1. The data arrival time of the critical path stands at 1.18 ns. Looking at area per cell type in the netlist, the leader is dfxtp_1. Per the CTS log, the buffer count on the longest clock path is 2. Ranked by flip-flop count, first place goes to count. The number of storage elements in the synthesis netlist stands at 5.

The pre-CTS setup slack stands at -0.1151 ns. The cell sequence reported for the critical path is ha_2 > nand3_1 > mux2_4. Entering global routing, the biggest net connects 6 pins. The worst vdd rail ir drop stands at ~220 uV. The number of remaining DRC errors stands at 0. The register area stands at 106.4 sq um. After layout, the minimum clock period comes to ~1.1 ns. The number of top-level pins stands at 7.

The count of library flops with an enable pin stands at 0. After synthesis, the cell types taking the most area are dfxtp_1 51%, mux2_4 15%, nor2b_1 9.6%. Once routing completed, OpenROAD measured the worst setup slack at around 0.045 ns. The total CTS buffers stands at 3.

The final timing report lists clock skew as roughly 0.0035 ns. In this run the vertical extent of the chip is approximately 80 um. For reference, the final report shows the hold violation count at 0.

The count of clock tree sinks stands at 5. Per Yosys stat, the portion of area used by sequential elements is 51.28%. The number of nets with antenna violations after detailed routing stands at 0. The run finished with clean final reports. In this run the tools logged warnings totalling 26.

The number of hold buffers added after cts stands at 0. The transition time at the pin with the least slew margin stands at between 0.15 and 0.2 ns. Per the synthesis report, the number of distinct cell types is 7. Per the summary, power density relative to cell area is around 1200 nW/um^2.

The floorplan die area stands at around 6400 sq um. The post-route netlist has a little under half of its cells at a drive strength greater than 1. Using the TritonRoute via totals, the vias-per-cell ratio works out to 2.179. Across all checked pins, the minimum headroom to the slew limit is about nine tenths. The wire length the detailed router placed on met1 stands at 225 um. In the final layout, the multi-input gates occupy approximately 98 sq um. Max fanout on the critical path was recorded as 4. The timing-limited maximum frequency stands at between 0.9 and 1 GHz. The clock slew seen by the registers of the worst setup and hold paths stands at roughly 0.040 ns. The critical path starts at count[0]. Counting the fill cells in the layout gives ~400. Total global-route track usage over all layers is 1.878%. The floorplan row count stands at 21. The share of synthesized area in the top cell type comes to 51.28%. The routed wire length stands at ~550 um. Setup repair after global routing could not meet its margin everywhere. The detailed placer reported the number of placed instances as 72. The number of cells in the yosys synthesis report stands at 18. The highest metal layer carrying signal wires in the routed design is met3. The floorplan utilization stands at under 10%. The core area stands at roughly 3400 sq um. The number of H-tree levels stands at 1. The static leakage stands at ~0.00016 uW. The post-route clock period utilization stands at between 90% and 100%. The iteration count recorded for the first detailed-route pass is 2. The detail-routed net length per standard cell stands at 7.026 um. The data required time of the critical path stands at 1.23 ns. The number of global-route vias before repair is about 170. The largest single stage delay on the critical path is about 0.35 ns. The worst hold margin stands at ~0.44 ns.

The floorplan die width stands at 80 um. The register with the most flip-flops in the layout has 5 of them. The commonest register cell is dfxtp_1.

The first global-routing pass estimated approximately 840 um of wire. The proportion of register bits with asynchronous set or reset after synthesis stands at 0%. The routability congestion estimate stands at a little over 0.7. The initial antenna violation count is 0. STA classifies the critical path startpoint as a flip-flop. The min-delay analysis places its worst path in the category flip-flop to flip-flop. The relative area change from synthesis to final layout stands at 90.38%. 0 antenna diodes ended up in the layout.

Excluding fillers, the count of instances in the completed layout stands at between 70 and 80. Counting the warning lines in the Yosys log gives 1. In this run the clock root is driven by a clkbuf_4.

The largest registers in the layout are count x5. The worst setup path is captured at a flip-flop. The instance count of the mapped netlist stands at 18. The synthesis run shows the most used standard cells to be 5 x dfxtp_1, 4 x nor2_1, 3 x nor2b_1. Detailed-route iteration 0 reported a violation count of 4. Per the placement log, port buffering inserted 6 buffers. The run reported a max-capacitance violation count of 0.

The detailed route wirelength on metal3 stands at 175 um. The critical path's slowest stage uses the library cell dfxtp_2. Per the post-synthesis stats, the area per cell is between 10 and 15 sq um.

Looking at hold timing, the worst path starts from count[0]. The final route contains around 170 vias. TritonCTS built the clock tree.

Looking at the reg2reg group, the worst path starts from count[0]. The length of routed met2 wiring stands at roughly 150 um. The final report lists the setup-violating endpoint count as 0.
## per-layer routing
layer / up-vias / GRT usage [%]
li1: 88 / -
met1: 70 / 1.867
met2: 12 / 1.605
met3: 0 / 3.636
met4: 0 / 0.1761
met5: - / 0
## cell families after synthesis
kind of cell / after synthesis / share of synthesized area (%)
AND/OR/NAND/NOR: 9 / 22.43
flip-flops: 5 / 51.28
multiplexers: 2 / 15.39
XOR/XNOR: 1 / 4.488
adder cells (fa/ha/maj): 1 / 6.409
## cell type report
cell class | count | area share (%)
Clock buffer | 4 | 7.071
Multi-Input combinational cell | 13 | 26.26
Sequential cell | 5 | 28.62
Tap cell | 46 | 15.49
Timing Repair Buffer | 10 | 22.56
## report_power, final
| part | total (uW) | internal [uW] | switching [uW] |
|---|---|---|---|
| logic | 43.0 | 26.6 | 16.3 |
| clock network | 212 | 137 | 75.3 |
| registers | 201 | 193 | 7.27 |
## cell usage in the layout, fill, tap and decap left out
cell type | netlist | final
buf_4 | 0 | 4
clkbuf_1 | 0 | 1
clkbuf_4 | 0 | 3
clkdlybuf4s50_1 | 0 | 1
dfxtp_2 | 0 | 5
dlygate4sd2_1 | 0 | 5
ha_2 | 0 | 1
mux2_4 | 2 | 2
nand3_1 | 2 | 2
nor2_1 | 4 | 4
nor2b_1 | 3 | 3
xnor2_1 | 1 | 1
## critical path, delay by kind of cell (launching register included)
family | cells | cell delay, ns
flip-flops | 1 | 0.35
multiplexers | 1 | 0.30
adder cells (fa/ha/maj) | 1 | 0.19
AND/OR/NAND/NOR | 1 | 0.11
## metrics by stage
| step | util (%) | power [uW] | TNS (ns) | cell area [sq um] |
|---|---|---|---|---|
| finish | 10.88 | 456.0 | 0 | 371.6 |
| global route | 10.88 | 496.0 | -0.001497 | 371.6 |
| CTS | 10.77 | 466.5 | 0 | 367.9 |
| detailed placement | 9.597 | 249.2 | -0.2245 | 327.8 |
| global placement | 9.597 | 248.1 | -0.1846 | 327.8 |
| floorplan | - | 213.6 | 0 | 195.2 |
## what timing repair did
action | in CTS | in global routing
endpoints found under the hold margin | 0 | 0
setup endpoints to repair | 6 | 2
gates resized | 9 | 2
setup buffers | 2 | 0
## worst paths after layout
| kind | to | slack (ns) | cells past startpoint |
|---|---|---|---|
| hold reg to reg | count[0] | 0.44 | 1 |
| setup / recovery | count[4] | 0.04 | 3 |
| setup reg to reg | count[4] | 0.04 | 3 |
| hold / removal | count[0] | 0.44 | 1 |
Power and IR drop assume default switching activity.
